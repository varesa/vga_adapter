## /design/flow/design.v

```verilog
module capture_interface(in_vsync, in_hsync, in_video, pixel_clk, pixel_clk_disable, row_index, row_data, row_ready, dbg);
	input in_vsync, in_hsync, in_video;
	input pixel_clk;
	output pixel_clk_disable;
	output reg [7:0] row_index;
	output reg [319:0] row_data;
	output row_ready;
	output reg dbg;
	reg [7:0] pre_sync_pulses;
	reg [8:0] col_index;
	reg flag;
	reg flag2;
	initial begin
		row_index = 0;
		row_data = 0;
		pre_sync_pulses = 12;
		col_index = 0;
		flag = 1;
		flag2 = 0;
	end
	assign pixel_clk_disable = in_hsync && (pre_sync_pulses == 0);
	assign row_ready = in_hsync;
	always @(negedge in_hsync) begin
		if(in_vsync == 0) begin
			row_index <= 0;		
			pre_sync_pulses <= 12;
		end
		if(pre_sync_pulses > 0) begin
			pre_sync_pulses <= pre_sync_pulses - 1;
		end else begin
			row_index <= row_index + 1;
			flag <= ~flag;
		end
	end
	reg [5:0] counter;
	initial begin
		counter = 0;
	end
	always @(posedge pixel_clk) begin
		if(flag2 != flag) begin
			flag2 = flag;
			col_index = 0;
			row_data = 320'd0;
		end
			if(col_index < 321) begin
				row_data[col_index] = in_video;
				col_index = col_index + 1;
			end
	end
endmodule
```

## /design/flow/run.sh

```bash
#!/bin/bash
# OpenROAD 26Q1-2900-gdf79404cd8, Yosys 0.63+post, stock flow scripts
make -C /OpenROAD-flow-scripts/flow DESIGN_CONFIG=/design/flow/config.mk WORK_HOME=/design/flow/orfs finish
```

## /design/flow/config.mk

```make
export PLATFORM = sky130hd
export DESIGN_NAME = capture_interface
export DESIGN_NICKNAME = capture_interface
export VERILOG_FILES = /design/flow/design.v
export SDC_FILE = /design/flow/constraint.sdc
export NUM_CORES = 4
export LEC_CHECK = 1
export CORE_UTILIZATION = 50
```

## /design/flow/constraint.sdc

```tcl
current_design capture_interface

set clk_period 4.5
set clk_io_pct 0.2

create_clock -name clk0 -period $clk_period [get_ports {in_hsync}]
create_clock -name clk1 -period $clk_period [get_ports {pixel_clk}]

set non_clock_inputs [all_inputs -no_clocks]
set_input_delay [expr $clk_period * $clk_io_pct] -clock clk0 $non_clock_inputs
set_output_delay [expr $clk_period * $clk_io_pct] -clock clk0 [all_outputs]
```

==> run summary <==
Core area - 27,900 um^2
Iteration-0 DRC Markers - 3,125
Slowest cell on crit path - o211ai_1
Pwr/cell area - 320 nW/um^2
First-pass GRT wire length - 96,200 um
Reg-to-reg critical path startpoint - flag$_DFFE_NP_
Drc violations - 0
Crit-path max FO - 6
Die Area - 29,000 um^2
Crit path top cell by count - buf_12
Area post-placement - 19,800 um^2
Avg Synthesized Cell Area - 9.21 um^2
Netlist cell types - 74
FP Core Util - 50.9%
Cell Rows - 61
CTS clk-pin slew, worst paths - 0.07 ns
Cells in synth_stat.txt - 1,538
Family with the most delay on the worst path - AND-OR/OR-AND gates
Ys Warns - 2
Critical path class - register to register
Slew Limit Fails - 0
Post-DP HPWL - 33,700 um
Placer Congestion - 0.925
#FFs+latches synth - 347
Area Growth Syn to Fin - 80.7%
Number of warnings the tools reported - 35
FF-to-FF setup slack - -1.87 ns
Worst-path cell chain - xnor2_4, buf_6, nand2_4, ha_4, buf_6, or3_4, nor3_4, a311o_1, buf_12, o22ai_4, buf_12, buf_12, o211ai_1, o21ai_1
Vias in the first global route - 15.9k
Worst Reg2Reg Path Length in Cells - 14
Skew final - 0.0920 ns
CP startpoint - flag$_DFFE_NP_
Final ANT Viol Nets - 0
Pin count of the biggest net entering global routing - 69
Vias - 18.8k
DIE HEIGHT - 170 um
Slack of the critical path - -1.87 ns
CP Capture Point - row_data[187]$_DFF_P_
Post-route cell area - 25,600 um^2
CP Launch Type - register
Worst hold-check path type - register to register
Status - finished, violations left
RSZ-0062 raised after global routing - yes
Ys flop type - dfxtp_1
Die Wd - 170 um
Hold Vio Cnt, Final - 0
Crit path arrival time - 6.63 ns
Leak - 9.44 nW
Synth Cell Area - 14,200 um^2
Normalized max-slew margin - 1.56%
Vias per cell - 7.30
Number of max-cap violations - 0
Share of layout cells above drive strength 1 - 33.3%
Grt total ovfl - 0
Post-synth seq share - 50.3%
Measured slew at the worst slew-check pin - 1.46 ns
TNS Setup - -213.81 ns
Num ports - 335
Number of port buffers - 332
Initial antenna violation count - 16
TritonCTS clock tree - yes
Crit path capture type - register
Number of enable flip-flop cells - 18
# setup viols final - 327
Pre-CTS setup slack - -0.632 ns
Failing checks - setup timing
GRT Overall Usage - 45.9%
Peak VDD IR - 0.395 mV
Crit path required time - 4.76 ns
CP Depth - 14
Critical path buffer and inverter count - 5
Hold_ws - 0.458 ns
Final Power - 8.20 mW
Cells after Synth - 1,538
WL/cell - 35.0 um
Post-synth ARST share - 0%
Critical R2R Capture - row_data[187]$_DFF_P_
Routed wire length - 90,100 um
Yosys chip area - 14,200 um^2
First-pass detailed-route iteration total - 9
Max incr delay on CP - 0.87 ns
[sequential cells by signal (all words and copies together) (netlist names)]
signal	flops
row_data	320
col_index	9
pre_sync_pulses	8
row_index	8
flag	1
flag2	1
[report_power, final]
part	leakage (nW)	internal (mW)	switching, mW
clock network	0.734	1.93	1.45
logic	5.87	0.704	0.895
registers	2.84	3.17	0.0542
[tightest hold or removal path: cells and delay by family (launching register included)]
kind	cells	cell delay, ns
AOI/OAI and AO/OA	1	0.05
DFF	1	0.31
and+or+nand+nor	1	0.05
[layout make-up]
type | instances | area, um^2
Sequential cell | 347 | 7130
Multi-Input combinational cell | 1023 | 8290
Antenna cell | 19 | 47.5
Clock buffer | 55 | 1150
Timing Repair Buffer | 706 | 8250
Fill cell | 916 | 2260
Clock inverter | 33 | 226
Inverter | 11 | 42.5
Tap cell | 378 | 473
[cell usage in the layout, fill, tap and decap left out, types with 14 or more instances in the layout]
cell	synthesis	routed
buf_12	0	69
nand3_4	0	14
o211ai_1	204	204
dfxtp_1	329	329
buf_16	0	35
nand2_1	145	106
o21ai_1	75	134
nand2_2	2	17
o311ai_4	0	21
buf_6	3	117
diode_2	0	19
edfxtp_1	18	18
o21ai_2	0	35
nand3_1	72	43
clkbuf_16	0	43
inv_1	11	26
nand2_4	0	15
a21oi_2	1	17
buf_4	4	142
o31ai_2	1	33
nand3_2	0	15
clkdlybuf4s50_1	0	329
nor2_1	69	50
o31ai_1	86	51
o21ai_0	132	29
mux2i_1	31	31
[per-layer routing]
layer  wire length (um)  part of all wire [%]  GRT usage [%]  vias up
met5                867                  0.96           1.04        -
met3              18200                    20           17.6      732
li1                   -                     -              -     7060
met2              33500                    37           64.4     2171
met1              29400                    33           62.7     8774
met4               8070                   9.0           24.6       32
[synthesized netlist by cell type (5+ instances only)]
library cell | number | area [um^2]
dfxtp_1 | 329 | 6590
o211ai_1 | 204 | 1530
nand2_1 | 145 | 544
o21ai_0 | 132 | 661
clkbuf_1 | 116 | 435
o31ai_1 | 86 | 646
o21ai_1 | 75 | 375
nand3_1 | 72 | 360
nor2_1 | 69 | 259
mux2i_1 | 31 | 310
buf_2 | 30 | 150
a21oi_1 | 28 | 140
o311ai_1 | 19 | 166
edfxtp_1 | 18 | 541
nor3_1 | 13 | 65.1
and2_1 | 12 | 75.1
o211ai_2 | 12 | 150
inv_1 | 11 | 41.3
and3_1 | 10 | 62.6
o22ai_1 | 8 | 50.1
xnor2_1 | 8 | 70.1
ha_1 | 7 | 87.6
xor2_1 | 7 | 61.3
nand4_1 | 6 | 37.5
o311ai_0 | 6 | 52.6
nor4_1 | 5 | 31.3
[how the worst min path moves through the flow]
stage	end	cells after the start	startpoint
finish	row_data[144]$_DFF_P_	2	row_data[144]$_DFF_P_
global route	row_data[218]$_DFF_P_	2	row_data[218]$_DFF_P_
CTS	row_data[78]$_DFF_P_	2	row_data[78]$_DFF_P_
[metrics by stage]
step / util [%] / cells
CTS: 86.7 / 2503
global route: 91.8 / 2561
floorplan: - / 1538
detailed placement: 70.9 / 2303
finish: 91.9 / 2572
global placement: 70.9 / 2303
[cells by family after synthesis]
| logic type | share of synthesized area (%) |
|---|---|
| adder cells (fa/ha/maj) | 0.618 |
| AND-OR/OR-AND | 29.0 |
| buffers and inverters | 5.01 |
| flip-flops | 50.3 |
| multiplexers | 2.27 |
| XOR/XNOR | 1.04 |
| AND/OR/NAND/NOR | 11.7 |
| other | 0.0265 |
[repair_timing]
item | CTS | global route
cloned | 48 | 3
resized | 340 | 288
endpoints found under the setup margin | 323 | 331
setup buffers | 69 | 77
hold buffers | 0 | 0
pin swaps | 107 | 129
Power figures rest on the tool's default switching activity, not on a simulated workload.
