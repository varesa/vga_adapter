==> design.v <==
module ram_vga_interface(vga_clk, vga_row, vga_col, ram_address, ram_data, vga_data);
	input vga_clk;
	input [15:0] vga_row, vga_col;
	output reg [7:0] ram_address;
	input [319:0] ram_data;
	output reg vga_data;
	wire next_col_first_half;
	assign next_col_first_half = vga_col+1 < 320;
	wire next_col_second_half;
	assign next_col_second_half = 319 < vga_col+1 && vga_col+1 < 639;
	wire next_col_next_row;
	assign next_col_next_row = vga_col+1 >= 639;
	always @(posedge vga_clk) begin 
			vga_data = ram_data[vga_col / 2];
		if(next_col_next_row) begin
			ram_address = vga_row/2 + 1;
		end else begin
			ram_address = vga_row/2;
		end
	end
endmodule
==> run.sh <==
#!/bin/bash
# OpenROAD 26Q1-2900-gdf79404cd8, Yosys 0.63+post, stock flow scripts
make -C /OpenROAD-flow-scripts/flow DESIGN_CONFIG=/design/flow/config.mk WORK_HOME=/design/flow/orfs finish
==> config.mk <==
export PLATFORM = sky130hd
export DESIGN_NAME = ram_vga_interface
export DESIGN_NICKNAME = ram_vga_interface
export VERILOG_FILES = /design/flow/design.v
export SDC_FILE = /design/flow/constraint.sdc
export NUM_CORES = 4
export LEC_CHECK = 1
export CORE_AREA = 10 10 156 156
export DIE_AREA = 0 0 166 166
==> constraint.sdc <==
current_design ram_vga_interface

set clk_period 3.6
set clk_io_pct 0.2

create_clock -name clk0 -period $clk_period [get_ports {vga_clk}]

set non_clock_inputs [all_inputs -no_clocks]
set_input_delay [expr $clk_period * $clk_io_pct] -clock clk0 $non_clock_inputs
set_output_delay [expr $clk_period * $clk_io_pct] -clock clk0 [all_outputs]
==> impl_metrics.env <==
# physical design summary
export IMPL_outcome="completed"
export IMPL_drive_gt1_frac=0.125
export IMPL_vias=4260
export IMPL_worstPathArrival_ps=3270
export IMPL_ant_nets=0
export IMPL_die_area_um2=27600
export IMPL_post_route_min_period_ps=3160
export IMPL_netlist_top_cells_count="mux4_2, mux4_1, mux2i_1"
export IMPL_synth_top_cell_area_share=0.286
export IMPL_cts_sinks=9
export IMPL_grt_util_met2=0.264
export IMPL_finalSetupViolCount=0
export IMPL_grtUsageMet1=0.173
export IMPL_ys_area_um2=3470
export IMPL_placed_cells=920
export IMPL_antenna_found_initial=1
export IMPL_edf_count=0
export IMPL_worst_slew_pin_slew_ps=674
export IMPL_rows=53
export IMPL_numCtsBuffers=3
export IMPL_die_h_um=166
export IMPL_p_int_w=0.000794
export IMPL_clockRootBuffer="clkbuf_16"
export IMPL_pre_cts_ws_ps=233
export IMPL_placed_cell_area_um2=7290
export IMPL_grtUsageMet3=0.0540
export IMPL_hold_class="primary input to flip-flop"
export IMPL_seq_power_share=0.102
export IMPL_cellPowerDensity_nw_per_um2=147
export IMPL_synth_largest_area_cell="mux4_2"
export IMPL_fin_crit_sh=0.878
export IMPL_cts_max_level=1
export IMPL_ctsHoldBuffers=0
export IMPL_slew_viol_final=0
export IMPL_finalSetupTns_ps=0
export IMPL_top_cells_by_area="mux4_2, mux4_1, mux2i_1"
export IMPL_cp_start_kind="primary input"
export IMPL_critical_path_peak_fanout=5
export IMPL_ys_warn_count=1
export IMPL_area_delta_synth_final_pct=113
export IMPL_cp_required_ps=3710
export IMPL_synth_seq_share=0.0519
export IMPL_final_cells=924
export IMPL_cts_buffer_depth=2
export IMPL_avgRoutedWirePerCell_um=23.0
export IMPL_hpwl_mm=19.0
export IMPL_whs_path_depth=2
export IMPL_grt_pass1_vias=4839
export IMPL_totalWireLength_mm=21.2
export IMPL_syn_area_um2=3470
export IMPL_cap_violations=0
export IMPL_warnings=34
export IMPL_core_area_um2=21000
export IMPL_drt_iter0_drc=153
export IMPL_top_cell="mux4_2"
export IMPL_synthDistinctLibCells=53
export IMPL_relSlewSlack=0.551
export IMPL_share_comb_of_total_power=0.720
export IMPL_routed_via_density=4.61
export IMPL_rsz0062_at_grt="false"
export IMPL_leakage_nw=2.66
export IMPL_endpoint_kind="flip-flop"
export IMPL_ios=362
export IMPL_grt_max_degree=44
export IMPL_die_w_um=166
export IMPL_synthCells=303
export IMPL_swShare=0.268
export IMPL_grtUsageTotal=0.147
export IMPL_timing_final_ws_setup_ps=438
export IMPL_drc=0
export IMPL_path_clk_slew_ps=40
export IMPL_fin_util=0.351
export IMPL_p_clk_frac=0.179
export IMPL_cts_tree="done"
export IMPL_ys_cells=303
export IMPL_syn_area_per_cell_um2=11.4
export IMPL_drtPass1Iterations=6
export IMPL_overflow=0
export IMPL_max_freq_mhz=316
export IMPL_io_buffers=353
export IMPL_post_cts_buffers=0
export IMPL_initCoreUtil=0.165
export IMPL_crit_type="primary input to flip-flop"
export IMPL_ff_type="dfxtp_1"
export IMPL_ir_drop_v=0.000125
export IMPL_p_sw_w=0.000290
export IMPL_synthArstFlopShare=0
export IMPL_grt_busiest_layer="met2"
export IMPL_gp_congestion=0.858
export IMPL_grt_pass1_wl_mm=30.6
export IMPL_cts_resized=0
export IMPL_post_route_cell_area_um2=7370
export IMPL_n_antenna_cell=0
export IMPL_synth_flops=9
export IMPL_finalHoldViolCount=0
## stage by stage
stage          hold slack, ps  total power [W]
6_report                 1080          0.00108
5_1_grt                  1090          0.00115
4_1_cts                  1080          0.00110
3_5_place_dp             1320         0.000903
3_3_place_gp             1310         0.000898
2_1_floorplan             817         0.000417
## cells by family (layout without fill, tap and decap cells)
family,Yosys count,count (layout),synth area share
xor+xnor,10,10,0.0253
buf+inv,41,387,0.0808
flops,9,9,0.0519
mux,98,98,0.570
compound gates,74,74,0.162
simple gates,68,68,0.0992
fa+ha+maj,3,3,0.0108
## layer usage
layer	routed length (µm)	up-vias
li1	-	2031
met1	8040	1969
met2	10900	250
met3	2210	8
met4	42	2
met5	13	-
## layout make-up
type                    instances  area, µm²
clock buffers                   4       78.8
fillers                      2163      13600
inverters                       9       33.8
multi-input cells             253       3010
flip-flops and latches          9        180
well taps                     275        344
repair buffers                374       3730
## worst max-delay path, stage by stage
cell and delay (ps):
clkdlybuf4s50_1 480, ha_1 280, a31o_2 250, a2111oi_0 470, a22o_1 210, a21oi_1 100, o31ai_2 440, nor3_1 150
xor2_1 160
## state kept, by name (all words and copies together), names as in the netlist
signal,cells
ram_address,8
vga_data,1
## layout by cell type, fill, tap and decap left out, types with 3 or more instances in the layout
cell type / Yosys / layout
buf_12: 4 / 3
buf_4: 4 / 19
a22o_1: 3 / 3
mux2_2: 5 / 5
a21oi_1: 13 / 13
a22oi_1: 11 / 11
nand2_1: 18 / 18
o22ai_1: 5 / 5
clkbuf_16: 0 / 3
nor3_1: 10 / 10
nand3_1: 7 / 7
and3_1: 3 / 3
o221ai_1: 9 / 9
ha_1: 3 / 3
a211oi_1: 8 / 8
nor2b_1: 6 / 6
nor2_1: 9 / 9
dfxtp_1: 9 / 9
mux4_1: 27 / 27
clkdlybuf4s50_1: 0 / 351
xor2_1: 7 / 7
nor4_1: 4 / 4
mux2i_1: 22 / 22
inv_1: 8 / 8
o21ai_0: 5 / 5
xnor2_1: 3 / 3
mux4_2: 44 / 44
## power by group through the flow
stage / sequential (W) / clock [W] / combinational [W]
finish: 0.000110 / 0.000194 / 0.000780
global route: 0.000111 / 0.000203 / 0.000837
CTS: 0.000110 / 0.000197 / 0.000793
## worst paths after layout
check / startpoint / end / slack, ps
min: vga_row[8] / ram_address[7]$_DFF_P_ / 1080
max: vga_col[0] / ram_address[7]$_DFF_P_ / 440
Power and IR drop assume default switching activity.
