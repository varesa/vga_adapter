<file path="flow/config.mk">
export PLATFORM = sky130hd
export DESIGN_NAME = capture_ram_interface
export DESIGN_NICKNAME = capture_ram_interface
export VERILOG_FILES = /design/flow/design.v
export SDC_FILE = /design/flow/constraint.sdc
export NUM_CORES = 4
export LEC_CHECK = 1
export CORE_AREA = 10 10 310 310
export DIE_AREA = 0 0 320 320
</file>
<file path="flow/constraint.sdc">
current_design capture_ram_interface

set clk_period 23.9
set clk_io_pct 0.2

create_clock -name clk0 -period $clk_period [get_ports {clk}]

set non_clock_inputs [all_inputs -no_clocks]
set_input_delay [expr $clk_period * $clk_io_pct] -clock clk0 $non_clock_inputs
set_output_delay [expr $clk_period * $clk_io_pct] -clock clk0 [all_outputs]
</file>
<file path="flow/design.v">
module capture_ram_interface(clk, row_index, row_data, row_ready, ram_address, ram_data, write_enable);
	input clk;
	input [7:0] row_index;
	input [319:0] row_data;
	input row_ready;
	output reg [7:0] ram_address;
	output reg [319:0] ram_data;
	output reg write_enable;
	reg state;  
	initial begin
		state = 0;
	end
	wire dbg;
	assign dbg = (row_data > 0);
	wire dbg2;
	assign dbg2 = (ram_data > 0);
	always @(posedge clk) begin
		if(row_ready == 1) begin
			if(state == 0) begin
				state <= 1;
				ram_address <= row_index;
				ram_data <= row_data;
				write_enable <= 1;
			end
		end else begin
			state <= 0;
			ram_address <= 0;
			ram_data <= 0;
			write_enable <= 0;
		end
	end
endmodule
</file>
<file path="flow/run.sh">
#!/bin/bash
# OpenROAD 26Q1-2900-gdf79404cd8, Yosys 0.63+post, stock flow scripts
make -C /OpenROAD-flow-scripts/flow DESIGN_CONFIG=/design/flow/config.mk WORK_HOME=/design/flow/orfs finish
</file>
==> flow_summary.toml <==
# implementation run metrics
[outcome]
outcome = "complete, no violations"

[sta]
tightest_slew_ns = 0.732
setup_viol = 0
fmax_mhz = 159
fin_ws_ns = 17.60
layout_min_cycle_time_ns = 6.30
hold_viol = 0
fin_crit_sh_pct = 26.4
final.setup.tns_ns = 0
slew_headroom_pct = 51.2
drv_slew = 0
grt_setup_unrepaired = "false"
whs_ns = 0.466
fin_worst_skew_ns = 0.00957

[cells_and_area]
final_cells = 2893
stdcell_area_mm2 = 0.0214
fin_util_pct = 24.0
area_delta_synth_final_pct = 66.8
fill_cells = 9435
flop_area_mm2 = 0.00661
layout-drive-gt1-share_pct = 4.28
area.combinational_mm2 = 0.00534

[placed_design]
io_buffers = 658
dp_hpwl_um = 35000
placed_area_mm2 = 0.0201
place_congestion = 0.803
placed_cells = 2823
place_ws_ns = 17.24

[detailed_routing]
wl_per_cell_um = 15.8
wl_um = 45800
vias_per_cell = 3.29
vias = 9509
drc = 0
drtPass1Iterations = 4
drtIter0Drc = 479
n_antenna_cell = 0
postRouteAntennaNets = 0

[power_and_ir_drop]
switchingPower_uw = 319
pwr-share-clk_pct = 42.3
power_mw = 1.39
pwr-share-seq_pct = 43.4
peakVddDrop_mv = 0.0414
p_int_mw = 1.07
power.density_mw_per_mm2 = 65.0
p_comb_share_pct = 14.3
p_sw_share_pct = 23.0
power.leakage_nw = 8.39

[critical_path]
r2r-start = "state"
start_kind = "register"
end_kind = "primary output"
critPathMaxStageDelay_ns = 0.53
crit_buf_inv = 1
cp_slowest_cell = "clkdlybuf4s50_1"
rrSetupSlack_ns = 19.75
path_cells = "clkdlybuf4s50_1"
cp_num_cells = 1
worstPathMaxFanout = 2
cp.arrival_ns = 1.52
cp.required_ns = 19.12
rr_endpoint = "ram_data[181]"
r2r_cells = 6
critical-path-top-delay-family = "buffers and inverters"
path_class = "reg -> out"

[synthesis]
topCellsByArea = "dfxtp_1 (52%), mux2i_1 (26%), nor2b_1 (16%)"
synth_top_cell_by_area = "dfxtp_1"
yosysTopAreaCellShare_pct = 51.6
ys_area_mm2 = 0.0128
ys_cells = 1061
ys_seq_elements = 330
netlist_area_mm2 = 0.0128
edf_count = 0
synth_cell_type_count = 11
yosysSeqAreaShare_pct = 51.6
syn_inst = 1061
synth.most_common_cell = "dfxtp_1"
yosys_warnings = 1
synth.avg_cell_area_um2 = 12.1
ff_type = "dfxtp_1"
async_reset_ff_share_pct = 0
common_cells = "dfxtp_1 (330), mux2i_1 (328), nor2b_1 (328), buf_12 (33), clkbuf_1 (33)"

[die]
rows = 109
initial_core_util_pct = 14.4
die_y_um = 320
chipArea_mm2 = 0.102
chipWidth_um = 320
coreArea_mm2 = 0.0888
ios = 659

[global_routing]
grt_pass1_wl_um = 66200
track_usage_pct = 8.49
grt_pass1_vias = 9931
globalRouteOverflowTotal = 0
antenna_found_initial = 0
grt_start_max_net_pins = 82

[clock_tree]
clk_pin_slew_worst_paths_ns = 0.05
cts_setup_buffers = 0
numCtsBuffers = 40
cts_tree = "yes"
cts_num_sinks = 330
clock_latency_ns = 0.55
h-tree-depth = 2
clockBufferDepth = 3
cts_resized = 0
root_buffer = "clkbuf_16"
postCtsHoldBufs = 0

[run]
openroad.warnings = 25
max_cap_viol_count = 0

[min_path]
min_from = "write_enable"
whs_path_depth = 2
min_to = "write_enable"
worstHoldPathType = "reg -> reg"
-- kinds of logic after synthesis --
kind of cell	share of synthesized area (%)
buf+inv	6.66
flops	51.6
compound gates	0.0587
mux	25.6
simple gates	16.0
-- flip-flops by register name, indices dropped and copies added (netlist names) --
signal	flops
ram_address	8
ram_data	320
state	1
write_enable	1
-- power by group through the flow --
stage / combinational (mW) / sequential, mW / clock (mW)
6_report: 0.198 / 0.603 / 0.587
4_1_cts: 0.202 / 0.604 / 0.615
5_1_grt: 0.215 / 0.608 / 0.635
-- cell usage in the layout (no fill, tap or decap), drive strengths merged --
cell,netlist,layout
clkbuf,33,61
clkinvlp,0,1
a21boi,1,1
mux2i,328,328
nor2b,328,328
clkdlybuf4s50,0,657
inv,1,3
dfxtp,330,330
buf,40,13
clkinv,0,6
-- worst max path at each step --
stage	from	end
after CTS	ram_data[149]	ram_data[149]
after global routing	ram_data[180]	ram_data[180]
final	ram_data[211]	ram_data[211]
-- cell type report --
cell class              instances  share of cell area (%)
clock buffers                  61                    5.63
clock inverters                 9                   0.275
repair buffers                670                    31.3
well taps                    1165                    6.83
inverters                       1                  0.0176
multi-input cells             657                    25.0
flip-flops and latches        330                    31.0
-- layer usage --
layer	GRT usage (%)	part of all wire, %	up-vias
met1	9.44	37	4242
met3	4.31	12	45
met5	0	0	-
met4	1.68	2.2	0
li1	-	-	4796
met2	14.5	49	426
Power figures rest on the tool's default switching activity, not on a simulated workload.
